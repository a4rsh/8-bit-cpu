==> flow/design.v <==
module memory (
    input logic clk, wen,
    input logic [7:0] address,
    input logic [7:0] data_in,
    output logic [7:0] data_out
);
logic [7:0] mem [255:0];
assign data_out = mem[address];
always_ff @ (posedge clk) begin
    if (wen)
        mem[address] <= data_in;
end
initial begin
    $readmemb("program.bin", mem);
end
final begin
    $writememb("memory.bin", mem);
end
endmodule
==> flow/run.sh <==
#!/bin/bash
# OpenROAD 26Q1-2900-gdf79404cd8, Yosys 0.63+post, stock flow scripts
make -C /OpenROAD-flow-scripts/flow DESIGN_CONFIG=/design/flow/config.mk WORK_HOME=/design/flow/orfs finish
==> flow/config.mk <==
export PLATFORM = sky130hd
export DESIGN_NAME = memory
export DESIGN_NICKNAME = memory
export VERILOG_FILES = /design/flow/design.v
export SDC_FILE = /design/flow/constraint.sdc
export NUM_CORES = 4
export LEC_CHECK = 1
export CORE_UTILIZATION = 50
export SYNTH_HDL_FRONTEND = slang
==> flow/constraint.sdc <==
current_design memory

set clk_period 29.1
set clk_io_pct 0.2

create_clock -name clk0 -period $clk_period [get_ports {clk}]

set non_clock_inputs [all_inputs -no_clocks]
set_input_delay [expr $clk_period * $clk_io_pct] -clock clk0 $non_clock_inputs
set_output_delay [expr $clk_period * $clk_io_pct] -clock clk0 [all_outputs]
==> qor.yml <==
drive_gt1_share_pct: 25.74
hold_end: "mem[88][6]$_DFFE_PP_"
max-vdd-ir-drop_mv: 0.05710
synth_warnings: 0
viasPerCell: 6.243
portBuffers: 25
ys_sh_xor_pct: 0
cts_setup_buffers: 0
ys_seq_share_pct: 78.51
p_comb_share_pct: 4.5
maxCapViolations: 0
overflow: 0
syn_avg_cell_area_um2: 22.13
min_path_cells: 1
top_area_share_pct: 78.51
cts_buffer_depth: 3
largest_reg_flops: 2048
critPathRequiredTime_ps: 23280
warning_count: 29
grt_pass1_vias: 41849
remaining_drc_errors: 0
crit_type: "in2out"
slew_headroom_pct: 4.761
critPathCaptureType: "output pin"
routed_wl_um: 188700
synth_area_um2: 78330
fmax_mhz: 57.06
topCellsByArea: "edfxtp_1, mux4_2, a22oi_1"
cellLeakagePower_nw: 26.75
cts_max_level: 4
grt_start_max_net_pins: 104
setup_violations: 0
slew_viol_final: 0
ys_sh_adder_pct: 0
seqPwrFrac_pct: 53.9
grt.total_usage_pct: 27.74
switchingPower_mw: 1.236
yosysCellCount: 3539
synth-area-yosys_um2: 78330
area_growth_pct: 12.24
critPathMaxFanout: 38
status: "finished clean"
cts_resized: 0
finalNonFillerCells: 5918
drtPass1Iterations: 7
synthTopLogicFamily: "multiplexers"
grt_pass1_wl_um: 276600
powerDensity_nw_per_um2: 68.68
yosysTopAreaCell: "edfxtp_1"
tightest_slew_ps: 1410
fin_crit_sh_pct: 60.22
cts_sinks: 2048
fillers: 10746
cts.clk_slew.worst_paths_ps: 60
clkPwrFrac_pct: 41.6
placed_area_um2: 81520
rsz0062_at_grt: "no"
synthCells: 3539
start_kind: "input port"
die_area_um2: 158300
placed_cells: 5550
synth_cell_type_count: 21
p_sw_share_pct: 20.48
fp.dieH_um: 397.8
antenna_found_initial: 3
ctsHoldBuffers: 0
setup_tns_ps: 0
post_drt_wl_per_cell_um: 31.88
reg_top3: "mem x2048"
num_rows: 144
gp_congestion: 0.8821
coreArea_um2: 154800
hold_path.class: "in2reg"
synth_flops: 2048
drt-initial-drc-count: 2155
cts_made_buffers: 195
period_needed_ps: 17520
intPower_mw: 4.802
fin_area_um2: 87920
hold_viol: 0
fp.dieW_um: 397.8
root_buffer: "clkbuf_16"
vias: 36949
holdCritStartpoint: "data_in[6]"
synth-simple-area-share_pct: 1.736
aoi_share_pct: 3.629
fp-utilization_pct: 50.61
tritoncts: "built"
max_flop_register: "mem"
yosys-mux-area-fraction_pct: 14.72
pin_count: 26
place_hpwl_um: 112900
final_antenna_net_count: 0
critPathArrivalTime_ps: 11700
final cells by class:
cell class	instances	area, µm²	share of cell area, %
diodes	1	2.502	0.002846
clock buffers	236	5119	5.822
clock inverters	131	1277	1.453
inverters	1	3.754	0.004269
multi-input cells	1258	15840	18.02
flip-flops and latches	2048	61500	69.95
well taps	2044	2557	2.909
repair buffers	199	1622	1.844
layer usage:
layer  routed length [µm]  up-vias  global-route usage, %  part of all wire, %
met5                  502        -                  2.088                 0.27
met4                 5903       20                  6.641                  3.1
met1                59070    18757                  35.20                   31
li1                     -    15403                      -                    -
met2                88700     2474                  38.93                   47
met3                34490      295                  22.59                   18
synth_stat cells:
cell and instances:
edfxtp_1 2048, mux4_2 512, a22oi_1 256, nor2_1 232
clkbuf_1 145, a21oi_1 128, buf_2 36, o41ai_1 32
nor3_1 30, nand2_1 28, buf_1 19, buf_4 16
buf_6 16, nand3_1 13, nand4_1 8, nor2b_1 7
nand2b_1 6, and2_1 3, or2_2 2, inv_1 1
or3_1 1
layout by cell type (no fill, tap or decap), types with 5 or more instances in the layout:
cell type	instances
nand4_1	8
inv_6	8
clkbuf_8	8
nor3_1	30
nand3_1	13
edfxtp_1	2048
nor2_1	231
mux4_2	512
clkdlybuf4s50_1	15
nand2_1	28
clkinv_2	43
a22oi_1	256
buf_4	172
o41ai_2	11
clkbuf_16	199
clkinv_1	46
nor2b_1	5
clkbuf_1	37
o41ai_1	21
clkinvlp_4	6
a21oi_1	128
bufinv_16	23
nand2b_1	6
critical path, stage by stage:
cell and delay [ps]:
buf_8 380, buf_4 680, buf_4 670, buf_4 680, buf_4 730, mux4_2 590
a22oi_1 270, a21oi_1 120, o41ai_1 690, nand4_1 400, clkdlybuf4s50_1 550
power groups by stage:
| stage | logic [mW] | registers, mW | clock network (mW) |
|---|---|---|---|
| 4_1_cts | 0.276 | 3.25 | 2.56 |
| 5_1_grt | 0.294 | 3.25 | 2.67 |
| 6_report | 0.272 | 3.25 | 2.51 |
stage by stage:
stage	hold slack, ps	setup WS (ps)	utilization [%]	total power, mW
after floorplan	5919	15720	-	3.460
after global placement	6318	11360	52.63	3.583
after detailed placement	6331	11360	52.67	3.591
after CTS	5458	11380	56.81	6.084
after global routing	5495	11020	56.81	6.213
final	5505	11580	56.81	6.039
how the worst max path moves through the flow:
stage                       from     endpoint  slack, ps  cells past startpoint
after global routing  address[0]  data_out[2]      11020                     11
final                 address[0]  data_out[2]      11580                     11
after CTS             address[0]  data_out[2]      11380                     11
cell families (layout without fill, tap and decap cells):
| group | after synthesis | count (layout) |
|---|---|---|
| flops | 2048 | 2048 |
| mux | 512 | 512 |
| compound gates | 416 | 416 |
| simple gates | 330 | 330 |
| buf+inv | 233 | 567 |
| other cells | 0 | 1 |
No activity file was given, so power comes from the tool's default toggle rates.
